$ cat ./design.v
module magnitude
(
	input wire [16:0] in,
	output reg [15:0] out
);
	assign out = ((in[16] != 0) ? (~in[15:0] + 1) : in[15:0]);
endmodule
$ cat ./run.sh
#!/bin/bash
# OpenROAD 26Q1-2900-gdf79404cd8, Yosys 0.63+post, stock flow scripts
make -C /OpenROAD-flow-scripts/flow DESIGN_CONFIG=/design/flow/config.mk WORK_HOME=/design/flow/orfs finish
$ cat ./config.mk
export PLATFORM = sky130hd
export DESIGN_NAME = magnitude
export DESIGN_NICKNAME = magnitude
export VERILOG_FILES = /design/flow/design.v
export SDC_FILE = /design/flow/constraint.sdc
export NUM_CORES = 4
export LEC_CHECK = 1
export CORE_AREA = 10 10 70 70
export DIE_AREA = 0 0 80 80
$ cat ./constraint.sdc
current_design magnitude

set clk_period 7.3
set clk_io_pct 0.2

create_clock -name clk0 -period $clk_period

set non_clock_inputs [all_inputs -no_clocks]
set_input_delay [expr $clk_period * $clk_io_pct] -clock clk0 $non_clock_inputs
set_output_delay [expr $clk_period * $clk_io_pct] -clock clk0 [all_outputs]
==> flow_summary_export.csv <==
group,metric,value,unit
routing,drcViolationCount,0,
clock_tree,ctsResizeCount,0,
routing,via_per_inst,3.51,
pwr,p_leak,0.239,nW
final_layout,post-route-util,20.8,%
final_layout,syn2layout_area_growth,113,%
worst_setup_path,critPathMaxFanout,5,
sta,maxSlewViolCount,0,
logic_synthesis,yosys_warnings,1,
pwr,peakVddDrop,0.0168,mV
worst_hold_path,holdPathEnd,"out[0]",
worst_hold_path,hold-path-cell-count,2,
sta,fmax,189,MHz
clock_tree,cts_setup_buffers,0,
grt,antenna_found_initial,0,
logic_synthesis,ys_seq_share,0,%
routing,num_antenna_cells,0,
logic_synthesis,yosys_area,333,µm²
sta,rsz0062_at_grt,"no",
sta,max-slew-margin-rel,58.8,%
grt,grt_pass1_vias,514,
floorplan,die_h,80,µm
routing,ant_nets,0,
routing,dr.first_iter.drc_count,26,
pwr,totalPowerFinal,0.0000435,W
sta,tns,0,ns
routing,routedWlPerCell,11.7,µm
sta,setup_violations,0,
pwr,p_clk_share,0,%
floorplan,initCoreUtil,9.74,%
logic_synthesis,ys_cells,47,
worst_hold_path,min_path_type,"in2out",
clock_tree,postCtsHoldBufs,0,
final_layout,lay_top_count,"clkdlybuf4s50_1",
worst_setup_path,cp.required,5.84,ns
grt,grt_pass1_wl,2.43,mm
worst_setup_path,critPathCaptureType,"output port",
sta,fin_crit,5.30,ns
sta,post-route-period-util,72.6,%
grt,grtUsageTotal,4.57,%
job,tool_warnings,32,
final_layout,regArea,0,µm²
final_layout,flop-count,0,
pwr,p_int,0.0000299,W
worst_setup_path,worstSetupPathType,"in2out",
pwr,power_frac_comb,100.0,%
grt,grt_max_degree,17,
outcome,outcome,"completed",
place,numPortBuffers,33,
routing,via_count,435,
routing,wl,1.45,mm
final_layout,drive_gt1_share,5.13,%
floorplan,dieArea,6400,µm²
logic_synthesis,syn_area,333,µm²
final_layout,lay_top_cells,"33 x clkdlybuf4s50_1, 9 x xnor2_1, 8 x nand2_1",
place,hpwl,1.28,mm
sta,finalHoldViolCount,0,
worst_setup_path,crit_arrival,3.84,ns
logic_synthesis,syn_area_per_cell,7.08,µm²
floorplan,ios,33,
job,max_cap_viol_count,0,
pwr,seqPwrFrac,0,%
pwr,p_switching,0.0000135,W
routing,firstDrtPassIters,4,
logic_synthesis,synthDistinctLibCells,16,
worst_setup_path,critPathLaunchType,"primary input",
floorplan,die_w,80,µm
grt,grt_overflow,0,
floorplan,std_cell_rows,21,
final_layout,clkbuf_count,0,
logic_synthesis,synthCells,47,
pwr,powerDensity,61.3,nW/µm²
floorplan,core_region_area,3420,µm²
worst_hold_path,min_from,"in[0]",
final_layout,final-comb-area,310,µm²
place,place_congestion,0.795,
sta,worstMarginPinSlew,0.612,ns
pwr,swShare,31.2,%
final_layout,nFillCells,398,
## layer usage
| layer | up-vias | global-route usage (%) | part of all wire [%] |
|---|---|---|---|
| li1 | 233 | - | - |
| met1 | 185 | 5.21 | 40 |
| met5 | - | 0 | 0 |
| met4 | 0 | 0 | 0 |
| met2 | 17 | 7.87 | 46 |
| met3 | 0 | 2.39 | 14 |
## Yosys cell counts (all sizes together)
| library cell | n | area (µm²) |
|---|---|---|
| or4 | 3 | 22.5 |
| or3 | 3 | 23.8 |
| xor2 | 5 | 43.8 |
| o21ai | 4 | 20.0 |
| nand2 | 8 | 30.0 |
| o31a | 1 | 10.0 |
| ha | 1 | 12.5 |
| clkbuf | 1 | 3.75 |
| o31ai | 5 | 37.5 |
| or2 | 1 | 6.26 |
| buf | 1 | 7.51 |
| xnor2 | 9 | 78.8 |
| o41ai | 2 | 25.0 |
| inv | 3 | 11.3 |
## worst max-delay path by stage
stage	start	endpoint	slack [ns]	cells past startpoint
4_1_cts	in[4]	out[15]	1.98	6
6_report	in[4]	out[15]	2.00	6
5_1_grt	in[2]	out[8]	1.77	6
## cells by family (layout without fill, tap and decap cells)
kind of cell               count (synthesis)  after routing  synth area share, %
and+or+nand+nor                           15             15                 24.8
xor gates and xnor gates                  14             14                 36.8
AOI/OAI and AO/OA                         12             12                 27.8
buffers and inverters                      5             36                 6.77
adders and majority gates                  1              1                 3.76
## worst max-delay path, cell delays in order
cell and delay [ns]:
clkdlybuf4s50_1 0.45, or4_1 0.55, or3_4 0.42, o41ai_2 0.33
xnor2_1 0.16, clkdlybuf4s50_1 0.48
## power by group through the flow
stage | registers [W] | logic [W] | clock network, W
6_report | 0 | 0.0000435 | 0
5_1_grt | 0 | 0.0000491 | 0
4_1_cts | 0 | 0.0000448 | 0
## cell type report
class	instances	area share, %
repair buffers	33	46.6
multi-input cells	42	43.7
inverters	3	1.59
well taps	46	8.11
## through the flow
| stage | std cells | hold slack (ns) | setup WS, ns | instance area (µm²) |
|---|---|---|---|---|
| after CTS | 124 | 3.78 | 1.98 | 709 |
| after global placement | 124 | 3.78 | 2.00 | 709 |
| after global routing | 124 | 3.81 | 1.77 | 709 |
| final | 124 | 3.77 | 2.00 | 709 |
| after floorplan | 47 | 2.95 | 3.03 | 333 |
| after detailed placement | 124 | 3.77 | 1.98 | 709 |
Power figures rest on the tool's default switching activity, not on a simulated workload.
