**./run.sh**
```bash
#!/bin/bash
# OpenROAD 26Q1-2900-gdf79404cd8, Yosys 0.63+post, stock flow scripts
make -C /OpenROAD-flow-scripts/flow DESIGN_CONFIG=/design/flow/config.mk WORK_HOME=/design/flow/orfs finish
```
**./config.mk**
```make
export PLATFORM = sky130hd
export DESIGN_NAME = timer
export DESIGN_NICKNAME = timer
export VERILOG_FILES = /design/flow/design.v
export SDC_FILE = /design/flow/constraint.sdc
export NUM_CORES = 4
export LEC_CHECK = 1
export CORE_AREA = 10 10 83 83
export DIE_AREA = 0 0 93 93
```
**./constraint.sdc**
```tcl
current_design timer

set clk_period 2.3
set clk_io_pct 0.2

create_clock -name clk0 -period $clk_period [get_ports {clk}]

set non_clock_inputs [all_inputs -no_clocks]
set_input_delay [expr $clk_period * $clk_io_pct] -clock clk0 $non_clock_inputs
set_output_delay [expr $clk_period * $clk_io_pct] -clock clk0 [all_outputs]
```
**./design.v**
```verilog
module flex_counter
#(
		NUM_CNT_BITS = 4
)
(
 input wire clk,
 input wire n_rst,
 output wire rollover_flag,
 input wire clear,
 input wire count_enable,
 input wire [NUM_CNT_BITS-1:0] rollover_val,
 output wire [NUM_CNT_BITS-1:0] count_out
);
reg [NUM_CNT_BITS-1:0] current;
reg [NUM_CNT_BITS-1:0] next;
reg current_flag;
reg next_flag;
always_ff @ (posedge clk, negedge n_rst) begin
	if( n_rst == 0) begin
		current <= '0;
		current_flag <= '0;     
	end
	else begin
		current <= next;
		current_flag <= next_flag;
	end
end
always_comb  begin    
	if(clear == 1) begin
		next = '0;
		next_flag = '0;
	end
	else begin 
		if(count_enable == 1) begin      
			next = current + 1;
			next_flag = 1'b0;
			if(next== (rollover_val + 1)) begin
				next= 1;
			end
			if(next == rollover_val)
				next_flag = 1'b1;
			end
		else begin
			next_flag = 1'b0;
			next = current;
		end     
	end
end
assign count_out = current;
assign rollover_flag = current_flag;
endmodule
module timer 
(
 input wire clk,
 input wire n_rst,
 input wire enable_timer,
 output wire shift_strobe,
 output wire packet_done
);
reg state1;
reg delayed_enable_timer;
reg [3:0] out_count1;
reg [3:0] out_count2;
flex_counter #(4) count_9
(
 .clk(clk),
 .n_rst(n_rst),
 .clear(packet_done),
 .count_enable(shift_strobe),
 .rollover_val(4'd9),
 .count_out(out_count2),
 .rollover_flag(packet_done)
 );
flex_counter #(4) count_10
(
 .clk(clk),
 .n_rst(n_rst),
 .clear(packet_done),
 .count_enable(delayed_enable_timer),
 .rollover_val(4'd10),
 .count_out(out_count1),
 .rollover_flag(shift_strobe)
);
always_ff @ (posedge clk, negedge n_rst)
begin
	if(!n_rst)
	begin
		state1 <= 0 ;
		delayed_enable_timer <= 0;
	end
	else
	begin
		state1 <= enable_timer;
		delayed_enable_timer <= state1;
	end
end
endmodule
```
==> impl_metrics.env <==
# physical design summary
export IMPL_drt_initial_drc_count=11
export IMPL_root_buffer="clkbuf_8"
export IMPL_fp_util=0.139
export IMPL_cts_htree_levels=1
export IMPL_cp_required_ps=1840
export IMPL_warnings=28
export IMPL_gp_congestion=0.771
export IMPL_die_h_um=93
export IMPL_fmax_mhz=559
export IMPL_ys_cells=74
export IMPL_finalHoldViolCount=0
export IMPL_crit_path_max_incr_delay_ps=560
export IMPL_peakVddDrop_mv=0.261
export IMPL_tightest_slew_ps=554
export IMPL_pwr_share_clk=0.217
export IMPL_comb_power_share=0.335
export IMPL_fin_crit_sh=0.778
export IMPL_tns_ps=0
export IMPL_edf_count=0
export IMPL_clock_skew_ps=0.542
export IMPL_maxCapViolCount=0
export IMPL_clk_pin_slew_ps=50
export IMPL_io_buffers=4
export IMPL_crit_path_cell_trace="clkdlybuf4s50_1"
export IMPL_synth_area_per_cell_um2=9.62
export IMPL_lay_top_count="dfrtp_1"
export IMPL_min_path_type="flop to flop"
export IMPL_p_leak_nw=0.335
export IMPL_route_detailed_drc=0
export IMPL_final_period_minus_worst_setup_slack_ps=1790
export IMPL_synth_flops=12
export IMPL_power_density_nw_per_um2=954
export IMPL_cts_tree="yes"
export IMPL_postSynthSeqShare=0.422
export IMPL_grt_pass1_vias=454
export IMPL_antenna_found_initial=0
export IMPL_die_w_um=93
export IMPL_cp_start_kind="flop"
export IMPL_crit_arrival_ps=1330
export IMPL_cp_num_buf_inv=1
export IMPL_layout_cells_most_common_list="dfrtp_1, nand2_1, inv_1"
export IMPL_drv_slew=0
export IMPL_cts_buffer_depth=2
export IMPL_dr_total_vias=523
export IMPL_syn_cell_area_um2=712
export IMPL_gr_usage_all_layers=0.0294
export IMPL_slowest_stage="dfrtp_1"
export IMPL_core_um2=5140
export IMPL_p_sw_w=0.000310
export IMPL_io_pins=5
export IMPL_dp_hpwl_um=935
export IMPL_drt_pass1_iterations=4
export IMPL_clock_sinks=12
export IMPL_cp_top_family="flip-flops"
export IMPL_fin_area_um2=867
export IMPL_post_cts_buffers=0
export IMPL_grt_start_max_net_pins=13
export IMPL_cts_buffers=3
export IMPL_postCtsResizedCells=0
export IMPL_yosys_warnings=2
export IMPL_die_area_um2=8650
export IMPL_rsz0062_at_grt="false"
export IMPL_cp_end_kind="primary output"
export IMPL_ys_types=30
export IMPL_area_growth_syn_to_layout_pct=21.8
export IMPL_overflow=0
export IMPL_wl_per_cell_um=8.44
export IMPL_synth_cells=74
export IMPL_grt_first_pass_wirelength_um=2130
export IMPL_clk_latency_ps=230
export IMPL_rows=26
export IMPL_relSlewSlack=0.629
export IMPL_wl_um=1250
export IMPL_p_seq_frac=0.449
export IMPL_setup_viol=0
export IMPL_drtAntennaViolNets=0
export IMPL_layout_drive_gt1_share=0.0897
export IMPL_critPathMaxFanout=11
export IMPL_hold_buffers=0
export IMPL_switching_share=0.375
export IMPL_final_util=0.169
export IMPL_status="finished, final reports clean"
export IMPL_async_flop_share=1.00
export IMPL_place_area_um2=826
export IMPL_n_antenna_cell=0
export IMPL_avgViaCountPerCell=3.53
export IMPL_ys_flop_type="dfrtp_1"
export IMPL_path_class="flop to primary output"
export IMPL_intPower_w=0.000517
export IMPL_yosys_area_um2=712
power by group through the flow:
stage	Clock [W]	Combinational, W	Sequential (W)
4_1_cts	0.000189	0.000279	0.000369
5_1_grt	0.000202	0.000315	0.000385
6_report	0.000179	0.000277	0.000371
synthesized netlist by cell type, types with 2 or more instances:
master / count / share of area
a31oi_1: 3 / 0.026
buf_2: 2 / 0.014
dfrtp_1: 12 / 0.42
nand3_1: 4 / 0.028
inv_1: 7 / 0.037
a311oi_1: 2 / 0.025
nand3b_1: 2 / 0.021
nor3_1: 2 / 0.014
xor2_1: 3 / 0.037
nor2_1: 5 / 0.026
ha_1: 5 / 0.088
nand2_1: 8 / 0.042
o211ai_1: 2 / 0.021
through the flow:
stage	setup slack [ps]	instances	total power [W]	hold WS (ps)
3_3_place_gp	721	145	0.000649	338
3_5_place_dp	696	145	0.000649	341
4_1_cts	498	148	0.000837	352
2_1_floorplan	776	74	0.000581	164
5_1_grt	437	148	0.000901	362
6_report	511	148	0.000827	352
routing by layer:
metal	global-route usage	part of all wire	up-vias
li1	-	-	273
met1	0.0453	0.56	242
met2	0.0333	0.36	8
met3	0.0194	0.081	0
met4	0.00129	0	0
met5	0	0	-
flip-flops by register name (all words and copies together), names as in the netlist:
name	flops
count_10.current	4
count_9.current	4
count_10.current_flag	1
count_9.current_flag	1
delayed_enable_timer	1
state1	1
cell families after synthesis:
logic type               Yosys count  share of synthesized area
XOR/XNOR                           4                     0.0492
flip-flops                        12                      0.422
buffers and inverters             10                     0.0562
AND/OR/NAND/NOR                   25                      0.178
adder cells (fa/ha/maj)            5                     0.0879
AND-OR/OR-AND                     18                      0.207
layout make-up:
cell class	count	area, um2
fillers	592	4270
repair buffers	4	40.0
multi-input cells	52	372
well taps	70	87.6
inverters	7	26.3
clock buffers	3	41.3
flip-flops and latches	12	300
worst paths after layout:
| kind | from | to | slack, ps | cells after the start |
|---|---|---|---|---|
| min reg2reg | state1 | delayed_enable_timer | 350 | 0 |
| min in group asynchronous | n_rst | state1 | 590 | 1 |
| max reg2reg | count_9.current[0] | count_9.current_flag | 660 | 4 |
| max | count_9.current_flag | packet_done | 510 | 1 |
| max in group asynchronous | n_rst | count_9.current[0] | 1340 | 1 |
| min | state1 | delayed_enable_timer | 350 | 0 |
Power and IR drop assume default switching activity.
